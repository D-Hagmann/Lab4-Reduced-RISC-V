$ cat /design/flow/run.sh
#!/bin/bash
# OpenROAD 26Q1-2900-gdf79404cd8, Yosys 0.63+post, stock flow scripts
make -C /OpenROAD-flow-scripts/flow DESIGN_CONFIG=/design/flow/config.mk WORK_HOME=/design/flow/orfs finish
$ cat /design/flow/design.v
module mux #(
    DATA_WIDTH = 32
) (
    input   logic [DATA_WIDTH-1:0]  in0,
    input   logic [DATA_WIDTH-1:0]  in1,
    input   logic                   sel,  
    output  logic [DATA_WIDTH-1:0]  MUXout
);
    assign MUXout = sel ? in1 : in0;
endmodule
$ cat /design/flow/constraint.sdc
current_design mux

set clk_period 1.0
set clk_io_pct 0.2

create_clock -name clk0 -period $clk_period

set non_clock_inputs [all_inputs -no_clocks]
set_input_delay [expr $clk_period * $clk_io_pct] -clock clk0 $non_clock_inputs
set_output_delay [expr $clk_period * $clk_io_pct] -clock clk0 [all_outputs]
$ cat /design/flow/config.mk
export PLATFORM = sky130hd
export DESIGN_NAME = mux
export DESIGN_NICKNAME = mux
export VERILOG_FILES = /design/flow/design.v
export SDC_FILE = /design/flow/constraint.sdc
export NUM_CORES = 4
export LEC_CHECK = 1
export CORE_AREA = 10 10 70 70
export DIE_AREA = 0 0 80 80
==> deck_impl_summary.md <==
Synthesis and Place & Route Summary

Synth
  – Netlist cell types: 4
  – Post-synth area hogs: sky130_fd_sc_hd__mux2_4 (83%), sky130_fd_sc_hd__buf_12 (11%), sky130_fd_sc_hd__mux2_2 (4.1%)
  – Summed instance area of the synthesized netlist: approximately 540 um2
  – # Cells Yosys: 36
  – Avg Inst Size Synth: between 15 and 20 um2
  – Max-area cell share: 0.8276
  – Yosys Warn Count: 0
  – Yosys top cell by area: sky130_fd_sc_hd__mux2_4
  – Portion of the post-synthesis area used by sequential elements: 0
  – Synthesized instance count: 36
  – Chip area from the yosys synthesis statistics: 544.3 um2

Setup path
  – Kind of end point of the critical path: primary output
  – Kind of critical path: in2out
  – Setup crit start kind: input port
  – Largest fanout on the critical path: 6
  – Data arrival time of the critical path: between 800 and 900 ps
  – Required @ worst endpoint: ~800 ps

STA
  – Worst-Margin Slew: 64.90 ps
  – Unrepaired setup endpoints after global routing: yes
  – Worst Setup Slack, final: -89.86 ps
  – Highest Clock Rate: 917.5 MHz
  – Final setup vio count: 32
  – Final Hold Viols: 0
  – Fraction of the cycle the final worst path needs: 1.090
  – Relative max-transition margin: 0.9567
  – Slew Viols, Final: 0
  – Time the final worst path needs with I/O delays and setup: 1090 ps

Floorplan
  – Die Width: 80 um
  – Full die area: 6400 um2
  – Floorplan utilization: 0.1593
  – Height of the chip: 80 um
  – Number of rows in the core area: 21
  – Area of the core: between 3000 and 4000 um2
  – Ports placed on the boundary: 97

Placement
  – Number of placed instances with taps included: 177
  – Number of I/O port buffers: 97
  – Placer's final routability congestion estimate: just under 0.8
  – Estimated wirelength of the detail-placed design: 2394 um
  – Setup slack at placement: -499.1 ps

Drt
  – # diodes: 0
  – Via count: 693
  – Overall routed net length: between 2000 and 3000 um
  – Residual DRC count: 0
  – Via-to-Cell Ratio: roughly 3.8
  – Wire length per cell: about 16 um
  – Number of iterations in the first detailed-routing pass: 1
  – Antenna violation net count after detailed routing: 0
  – Initial drt markers: 0

Global routing
  – Maximum number of pins on one net before global-route repair: 7
  – Number of antenna violations at the first check in global routing: 0
  – Wire length of the first global-routing pass: 4353 um
  – GRT overflow: 0
  – Overall fraction of global-route tracks in use: 0.08358
  – Vias in the first global route: about 770

Layout
  – Area used by sequential logic in the layout: 0 um2
  – Area Overhead vs Synth: 188.0%
  – Share of post-route cells with drive strength above 1: 0.5259
  – # fillers: 337
  – Clock buffer count: 0
  – Sequential cell count: 0
  – Utilization after layout: 0.4590
  – Final cell count without fillers: 181

Status
  – Violated checks: negative setup slack
  – Status: finished, violations left

Power
  – PD cells: 393.7 nW/um2
  – Leak pwr: 0.8519 nW
  – Final total power: 0.6172 mW
  – Worst IR drop on VDD: 0.1843 mV

Min path
  – Min-Delay Path Class: in2out

CTS
  – Hold bufs inserted after CTS: 0

Flow run
  – Count of max-cap constraint violations: 0
  – OpenROAD warning count: 34
-- critical path: stages --
cell	delay [ps]
sky130_fd_sc_hd__buf_16	140
sky130_fd_sc_hd__buf_16	150
sky130_fd_sc_hd__mux2_4	300
sky130_fd_sc_hd__buf_6	110
-- synth_stat cells (all sizes together) --
cell type / count
buf: 4
mux2: 32
-- placed cells by master (no fill, tap or decap) --
| cell type | Yosys | routed |
|---|---|---|
| sky130_fd_sc_hd__buf_12 | 3 | 2 |
| sky130_fd_sc_hd__mux2_4 | 30 | 32 |
| sky130_fd_sc_hd__buf_2 | 0 | 11 |
| sky130_fd_sc_hd__buf_6 | 1 | 21 |
| sky130_fd_sc_hd__dlygate4sd2_1 | 0 | 64 |
| sky130_fd_sc_hd__buf_16 | 0 | 5 |
-- power breakdown --
| part | switching (mW) | leakage (nW) | total [mW] | internal (mW) |
|---|---|---|---|---|
| Sequential | 0 | 0 | 0 | 0 |
| Clock | 0 | 0 | 0 | 0 |
| Combinational | 0.137 | 0.852 | 0.617 | 0.480 |
-- stage by stage --
step                      setup TNS (ps)  area (um2)  hold WS, ps
after floorplan                        0       544.3        497.7
after global placement            -15350        1524         1357
after detailed placement          -15300        1524         1349
after CTS                          -2622        1516        797.9
after global routing               -3153        1568        808.0
final                              -2587        1568        794.8
-- final cells by class --
| cell class | count | area, um2 | share of cell area |
|---|---|---|---|
| multi-input cells | 32 | 480.5 | 0.3065 |
| repair buffers | 103 | 1030 | 0.6568 |
| well taps | 46 | 57.56 | 0.03671 |
-- kinds of logic after synthesis --
logic type,after synthesis,share of synthesized area
mux,32,0.8690
buf+inv,4,0.1310
-- metal layers --
metal,GRT usage,wire length (um),vias to the layer above
met1,0.09690,1147,303
met4,0,0,0
met3,0.03636,348,0
met5,0,0,-
li1,-,-,339
met2,0.1469,1394,51
-- path summary, 6_finish.rpt --
| path | startpoint | endpoint | slack, ps | depth (start not counted) |
|---|---|---|---|---|
| min | in1[21] | MUXout[21] | 790 | 3 |
| max | sel | MUXout[30] | -90 | 4 |
-- repair_timing --
action	CTS	global route
gates cloned	4	0
setup endpoints to repair	32	32
setup buffers	0	0
hold endpoints to repair	0	0
resized	188	8
Power is estimated from default activity; no workload was simulated.
