**./run.sh**
```bash
#!/bin/bash
# OpenROAD 26Q1-2900-gdf79404cd8, Yosys 0.63+post, stock flow scripts
make -C /OpenROAD-flow-scripts/flow DESIGN_CONFIG=/design/flow/config.mk WORK_HOME=/design/flow/orfs finish
```
**./constraint.sdc**
```tcl
current_design extend

set clk_period 1.0
set clk_io_pct 0.2

create_clock -name clk0 -period $clk_period

set non_clock_inputs [all_inputs -no_clocks]
set_input_delay [expr $clk_period * $clk_io_pct] -clock clk0 $non_clock_inputs
set_output_delay [expr $clk_period * $clk_io_pct] -clock clk0 [all_outputs]
```
**./design.v**
```verilog
module extend #(
    parameter DATA_WIDTH = 32
) (
    input logic [11:0] ImmI,
    input logic  ImmSrc,
    output logic [DATA_WIDTH-1:0] ImmOp
);
always_comb begin
    case (ImmSrc)
        1'b1: ImmOp = {{20{ImmI[11]}}, ImmI[11:0]};
        default: ImmOp = 32'b0;
    endcase
end
endmodule
```
**./config.mk**
```make
export PLATFORM = sky130hd
export DESIGN_NAME = extend
export DESIGN_NICKNAME = extend
export VERILOG_FILES = /design/flow/design.v
export SDC_FILE = /design/flow/constraint.sdc
export NUM_CORES = 4
export LEC_CHECK = 1
export CORE_AREA = 10 10 70 70
export DIE_AREA = 0 0 80 80
```
==> run summary <==
Notes on the physical design

The run finished, with violations left. The checks that failed: setup timing. For this run the detailed placement stage logged an HPWL of 959 um. Registers take 0 um2. In the finished design, the share of the clock period the worst path needs comes to 100%. Data arrives at the worst endpoint at 800 ps. The final routed DRC violation total is 0. The finished layout holds 110 standard cells, fillers aside. In the post-route report, total wirelength is listed as about 1.2 mm. In this run the vertical extent of the chip is 80 um. Across all stage logs, warnings added up to 34. According to the floorplan report, the die width is 80 um. For reference, the post-synthesis area per instance comes to 7.47 um2.

The kind of capture point of the worst setup path is a primary output. The number of inserted filler cells in the final layout is 379. The number of inserted diodes is 0.

Hold is met by 777 ps. The synthesized netlist has a Yosys-reported chip area of 246 um2. The mapped netlist covers roughly 250 um2. The violation count after the first detailed-routing iteration is 0. The iteration tally of the first detailed-router pass is 1. The worst setup path is of the primary input to primary output kind. The required time at the endpoint of the critical path is 800 ps. The average detailed-routed wire length per instance is 11.1 um. The design has 0 sequential cells. The residual antenna-violating net count after detailed routing is 0.

Per the slew report, the remaining headroom to the max-slew limit stands at 95.4%. The cell count after placement is 105. Summed over all layers, the global routing overflow is 0. For this design, Yosys synthesis ends with a cell count of 33. The number of hold-slack violations in the final timing report is 0.

The count of pins on the block boundary is 45. Static timing analysis puts the maximum clock frequency at 997 MHz. The script computed a power per unit cell area of 361 nW/um2.

The max-cap check violation count is 0. The class of the most critical hold timing path is primary input to primary output. For this run, the final setup violation count is recorded as 10. The chip footprint is 6400 um2.

The via count of the first global-routing pass came to between 300 and 400. Across all layers, the routed design uses 310 vias. The final number of max-transition violations is 0. The final RePlAce weighted congestion is 0.680. The final critical delay including setup and external delays is 1000 ps.

The number of distinct library cells after synthesis is 4. The initial antenna violation count is 0. The total global-route track usage is 3.37%.

The initial core utilization is roughly 7.2%. The number of clock buffers in the layout is 0. STA classifies the critical path startpoint as a primary input.

The count of standard-cell rows is 21. The transition time of the tightest slew-check pin is 69.0 ps. Per the final layout report, the fraction of cells sized above drive strength 1 comes to 75.0%. The script logs the ratio of routed vias to standard cells as 2.82. The warning tally printed by Yosys for this design is 1.

Per the placement log, port buffering inserted 45 buffers. Setup repair after global routing could not meet its margin everywhere. The final timing report gives a worst setup slack of -3.07 ps.

Per the run report, area growth between synthesis and finish was 177%. In this run the standard cell core region covers about 3400 um2. The synthesized instance count is 33. The sequential share of the synthesized area is 0%. Looking at the critical path, the highest net fanout was 6. In this run the static leakage power is 0.353 nW.

The first global-routing pass estimated 1.77 mm of wire. Entering global routing, the biggest net connects 12 pins. In this run the VDD rail shows a maximum IR drop of 0.107 mV.
-- path summary, 6_finish.rpt --
kind	cells past startpoint	slack [ps]	startpoint	end
setup / recovery	5	-3	ImmI[11]	ImmOp[27]
hold / removal	3	780	ImmI[8]	ImmOp[8]
-- final cells by class --
cell class | count | area (um2) | share of cell area, %
tap | 46 | 57.6 | 8.42
multi-input combinational | 12 | 97.6 | 14.3
timing repair buffer | 52 | 528 | 77.3
-- report_power, final --
part	switching (mW)	leakage [nW]	internal, mW
Combinational	0.0596	0.353	0.187
Sequential	0	0	0
Clock	0	0	0
Total	0.0596	0.353	0.187
-- metal layers --
metal  up-vias  share of wire [%]  GRT usage [%]
met5         -                  0              0
met4         0                  0              0
met3         0                 32           3.86
met2        45                 36           5.46
met1       125                 32           2.90
li1        140                  -              -
-- logic make-up (layout without fill, tap and decap cells) --
| logic type | after synthesis | after routing | synth area share, % |
|---|---|---|---|
| simple gates | 12 | 12 | 34.5 |
| buf+inv | 21 | 52 | 65.5 |
-- cell usage in the layout, fill, tap and decap left out --
cell type                         netlist  layout
sky130_fd_sc_hd__buf_2                  0      11
sky130_fd_sc_hd__buf_8                  0       2
sky130_fd_sc_hd__buf_12                 0       2
sky130_fd_sc_hd__buf_6                  1      23
sky130_fd_sc_hd__clkdlybuf4s15_1        0       2
sky130_fd_sc_hd__and2_4                 0       9
sky130_fd_sc_hd__dlygate4sd2_1          0      11
sky130_fd_sc_hd__and2_1                 4       3
sky130_fd_sc_hd__buf_16                 0       1
-- through the flow --
stage | utilization, % | power, mW | TNS, ps | area, um2 | setup WS, ps
6_report | 20.0 | 0.247 | -20.1 | 683 | -3.07
4_1_cts | 21.0 | 0.265 | -1430 | 716 | -123
2_1_floorplan | - | 0.0757 | 0 | 246 | 167
3_3_place_gp | 18.2 | 0.216 | -20740 | 621 | -667
3_5_place_dp | 18.2 | 0.217 | -20790 | 621 | -674
5_1_grt | 20.0 | 0.269 | -283 | 683 | -27.5
-- repair_timing --
action | CTS | global route
hold buffers | 0 | 0
endpoints found under the setup margin | 32 | 22
gates resized | 149 | 4
buffers inserted | 5 | 0
pin swaps | 7 | 2
endpoints found under the hold margin | 0 | 0
gates cloned | 2 | 0
-- critical path, stage by stage --
cell and delay, ps:
sky130_fd_sc_hd__buf_6 90, sky130_fd_sc_hd__and2_4 160, sky130_fd_sc_hd__buf_6 130, sky130_fd_sc_hd__buf_8 120, sky130_fd_sc_hd__buf_6 100
-- cell usage after synthesis --
cell type / n / area [um2]
sky130_fd_sc_hd__and2_1: 4 / 25.0
sky130_fd_sc_hd__buf_6: 1 / 11.3
sky130_fd_sc_hd__buf_4: 20 / 150
sky130_fd_sc_hd__and2_2: 8 / 60.1
Power is estimated from default activity; no workload was simulated.
