### flow/config.mk
export PLATFORM = sky130hd
export DESIGN_NAME = RegisterFile
export DESIGN_NICKNAME = RegisterFile
export VERILOG_FILES = /design/flow/design.v
export SDC_FILE = /design/flow/constraint.sdc
export NUM_CORES = 4
export LEC_CHECK = 1
export CORE_UTILIZATION = 40
### flow/constraint.sdc
current_design RegisterFile

set clk_period 4.1
set clk_io_pct 0.2

create_clock -name clk0 -period $clk_period [get_ports {clk}]

set non_clock_inputs [all_inputs -no_clocks]
set_input_delay [expr $clk_period * $clk_io_pct] -clock clk0 $non_clock_inputs
set_output_delay [expr $clk_period * $clk_io_pct] -clock clk0 [all_outputs]
### flow/design.v
module RegisterFile #(
    parameter WIDTH = 32,
    parameter ADD_WIDTH = 5
)(
    input  logic clk,  
    input logic WE3,  
    input logic [WIDTH - 1:0] WD3,  
    input logic [ADD_WIDTH - 1:0] AD1,  
    input logic [ADD_WIDTH - 1:0] AD2,  
    input logic [ADD_WIDTH - 1:0] AD3,  
    output logic [WIDTH - 1:0] RD1,  
    output logic [WIDTH - 1:0] RD2,  
    output logic [8:0] a0  
);
    logic [WIDTH - 1:0] register_file [2**ADD_WIDTH - 1:0];
    always_ff @(posedge clk) begin
        if(WE3 == 1'b1) 
            register_file[AD3] <= WD3;
        RD1 = register_file[AD1];
        RD2 = register_file[AD2];
        a0 <= RD1[7:0];
    end        
endmodule
### flow/run.sh
#!/bin/bash
# OpenROAD 26Q1-2900-gdf79404cd8, Yosys 0.63+post, stock flow scripts
make -C /OpenROAD-flow-scripts/flow DESIGN_CONFIG=/design/flow/config.mk WORK_HOME=/design/flow/orfs finish
==> flow_summary.json <==
{
  "timing.final.setup_violations": 0,
  "dpl.hpwl_mm": 84.8,
  "regToRegSetupSlack_ns": 2.54,
  "post_synth_edffs": 1024,
  "final.min_clock_period_ns": 2.67,
  "crit-reg2reg-launch": "register_file[5][12]",
  "yosys.cell_types.count": 25,
  "layout.area.comb_sq_um": 16800,
  "min-delay-path-class": "reg2reg",
  "critical_path.n_buffers_inverters": 1,
  "antenna_violations_before_repair": 4,
  "worstRegToRegCells": 5,
  "async_reset_ff_share_pct": 0,
  "reg2reg_to": "RD1[12]",
  "min_to": "RD1[9]",
  "max_freq_ghz": 0.375,
  "total_leakage_power_nw": 21.0,
  "clock_tree.root_cell": "sky130_fd_sc_hd__clkbuf_16",
  "grt-ovfl-total": 0,
  "hold_buffers": 0,
  "cts_max_path_buffers": 3,
  "crit_required_ns": 3.28,
  "post_drt_wl_per_cell_microns": 29.0,
  "status": "complete, no violations",
  "ff_latch_area_sq_um": 32000,
  "largest_fanout_on_the_critical_path": 2,
  "remaining_drc_errors": 0,
  "core_area_sq_um": 124000,
  "synth_chip_area_sq_um": 50100,
  "placed_cells_incl_taps": 5107,
  "first_pass_iters": 13,
  "timing.critical_path.slowest_stage_cell": "sky130_fd_sc_hd__dfxtp_1",
  "cp_top_family": "flip-flops",
  "design.die.area_sq_um": 127000,
  "grt_use_total_pct": 26.0,
  "worst_pin_slew_ns": 0.864,
  "grt_pass1_wl_mm": 221,
  "path_clk_slew_ns": 0.06,
  "yosys-stat-cells": 3460,
  "synth.yosys.warnings": 1,
  "crit_chain": "clkdlybuf4s50_1",
  "cts_buffers": 111,
  "fin_setup_tns_ns": 0,
  "slew_headroom_pct": 42.4,
  "postSynthSeqShare_pct": 63.9,
  "post_route_cells_drive_above_1_share_pct": 9.44,
  "power_per_cell_area_nw_per_um2": 423,
  "post_layout_nonfiller_instances": 5317,
  "grt_max_degree": 84,
  "report.final.hold_viol_count": 0,
  "clk_latency_ns": 0.71,
  "hold_path_startpoint": "register_file[27][9]",
  "io_pins": 122,
  "ys_seq_elements": 1088,
  "finalCritPeriodShare_pct": 65.1,
  "routed_via_density": 5.86,
  "via_total_after_detailed_routing": 31168,
  "cts_sinks": 1088,
  "gp_congestion": 0.865,
  "drv.max_cap_violation_count": 0,
  "synthToLayoutAreaGrowth_pct": 14.5,
  "post_cts_resized": 0,
  "synth.cell_area_sq_um": 50100,
  "die.size.x_microns": 356,
  "layout_top_cells_excl_fill_tap": "1024 x sky130_fd_sc_hd__mux2i_1, 1024 x sky130_fd_sc_hd__edfxtp_1, 194 x sky130_fd_sc_hd__nand3_1, 193 x sky130_fd_sc_hd__nand2_1",
  "crit_arrival_ns": 1.85,
  "setup_crit_path_kind": "reg2out",
  "grt_setup_unrepaired": "no",
  "start_kind": "flip-flop",
  "holdPathStages": 4,
  "setup.worst_path.end_class": "primary output",
  "worst_clock_skew_ns": 0.0271,
  "drtAntennaViolNets": 0,
  "cts_tree": "done",
  "cts_max_level": 3,
  "log.warning_count": 26,
  "yosys_most_used_dff": "sky130_fd_sc_hd__edfxtp_1",
  "fillCellCount": 10621,
  "dr.first_iter.drc_count": 2152,
  "post-cts-setup-buffer-count": 0,
  "first_global_vias": 32160,
  "postSynthAreaPerCell_sq_um": 14.5,
  "num_rows": 129,
  "worst_setup_path_startpoint": "RD1[1]",
  "drv_slew": 0,
  "postSynthCellCount": 3460,
  "drt_wl_total_mm": 154,
  "peakVddDrop_mv": 0.393,
  "timing.critical_path.slowest_cell_delay_ns": 0.60,
  "portBuffers": 120,
  "die.size.y_microns": 356,
  "floorplan.core_util_pct": 40.5
}
[logic make-up (layout without fill, tap and decap cells)]
group / after synthesis / in the layout / synth area share (%)
buffers and inverters: 262 / 477 / 3.26
multiplexers: 1024 / 1024 / 20.4
flip-flops: 1088 / 1088 / 63.9
other: 1 / 6 / 0.00748
AND-OR/OR-AND: 576 / 576 / 7.83
AND/OR/NAND/NOR: 509 / 509 / 4.59
[registers in the layout, indices dropped and copies added, names as in the netlist]
register / count
RD2: 32
RD1: 32
register_file: 1024
[metal layers]
metal / share of wire, % / global-route usage (%)
met1: 36 / 33.4
met5: 0.035 / 0.151
met2: 48 / 40.2
met3: 13 / 13.9
met4: 3.0 / 6.31
[worst register-to-register path: cells and delay by family (launching register included)]
| kind | cells | cell delay, ns |
|---|---|---|
| muxes | 1 | 0.14 |
| DFF | 1 | 0.38 |
| AOI/OAI and AO/OA | 2 | 0.64 |
| and+or+nand+nor | 2 | 0.25 |
[synthesized netlist by cell type (all sizes together) (64+ instances only)]
library cell / number / area, sq um
edfxtp: 1024 / 30700
mux2i: 1024 / 10200
nand2: 195 / 732
nand3: 194 / 971
a21oi: 192 / 961
a22oi: 192 / 1440
buf: 172 / 1280
a22o: 128 / 1120
clkbuf: 90 / 353
a31oi: 64 / 400
dfxtp: 64 / 1280
nor3: 64 / 320
[final cells by class]
type | count | area share, %
clock buffer | 164 | 5.45
clock inverter | 41 | 0.477
tap | 1637 | 3.57
antenna | 5 | 0.0218
multi-input combinational | 2110 | 29.2
timing repair buffer | 272 | 5.45
sequential | 1088 | 55.8
[metrics by stage]
stage	power, mW	util, %	hold WS (ns)	cell area [sq um]	worst slack [ns]
finish	24.3	46.3	0.621	57400	1.43
global route	25.0	46.3	0.665	57400	1.37
CTS	24.4	46.3	0.620	57400	1.43
detailed placement	14.9	43.6	0.609	54000	0.779
global placement	14.9	43.6	0.604	54000	0.797
floorplan	13.9	-	0.579	50100	0.846
[where the power goes]
part	leakage (nW)	internal [mW]	switching (mW)
Combinational	9.58	0.868	1.27
Sequential	9.76	12.4	0.151
Clock	1.66	5.43	4.18
[how the worst max path moves through the flow]
| stage | to | slack [ns] | cells past startpoint |
|---|---|---|---|
| 4_1_cts | RD1[1] | 1.43 | 1 |
| 5_1_grt | RD1[1] | 1.37 | 1 |
| 6_report | RD1[1] | 1.43 | 1 |
Power and IR drop assume default switching activity.
